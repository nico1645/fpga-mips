==> flow/design.v <==
`timescale 1ns / 1ps
module bad_ALU(input [31:0] a,
               input [31:0] b,
               input [3:0] aluop,
               output [31:0] result,
               output zero);
reg [31:0] slt;
reg [31:0] logicsel;
reg [31:0] alu_val;  
reg [31:0] diff;
wire ss0;  wire ss1; wire Ss2; wire ss3;
assign {ss0,ss1,Ss2,ss3} = aluop;  
always @ (*)
begin
  if (Ss2 == 0)
    if (ss3 == 0)
        logicsel = a & b;
    else
        logicsel = a | b;
  else
        if (ss3 == 1)
            logicsel = ~(a | b);
        else
            logicsel = a ^ b;
end
always @ (aluop, a, b)
    if (aluop == 4'b1010)
    begin
        diff = a - b;			 
        slt = {31'b0, diff[31]};			 
    end
always @ (*)
begin
    case (aluop)
        4'b0000 : alu_val = a + b;
        4'b0010 : alu_val = a - b;
        4'b1010 : alu_val = slt;
        default : alu_val = logicsel;
    endcase
end
assign result = alu_val;
assign zero   = (alu_val == 32'b0) ? 1 : 0;
endmodule
==> flow/run.sh <==
#!/bin/bash
# OpenROAD 26Q1-2900-gdf79404cd8, Yosys 0.63+post, stock flow scripts
make -C /OpenROAD-flow-scripts/flow DESIGN_CONFIG=/design/flow/config.mk WORK_HOME=/design/flow/orfs finish
==> flow/config.mk <==
export PLATFORM = sky130hd
export DESIGN_NAME = bad_ALU
export DESIGN_NICKNAME = bad_ALU
export VERILOG_FILES = /design/flow/design.v
export SDC_FILE = /design/flow/constraint.sdc
export NUM_CORES = 4
export LEC_CHECK = 1
export CORE_UTILIZATION = 30
==> flow/constraint.sdc <==
current_design bad_ALU

set clk_period 18.9
set clk_io_pct 0.2

create_clock -name clk0 -period $clk_period

set non_clock_inputs [all_inputs -no_clocks]
set_input_delay [expr $clk_period * $clk_io_pct] -clock clk0 $non_clock_inputs
set_output_delay [expr $clk_period * $clk_io_pct] -clock clk0 [all_outputs]
==> impl_metrics.yaml <==
# yosys + openroad results
critical_path:
  crit_arrival_ps: 8680
  worstPathRequired_ps: 15120
  crit_fanout: 41
  cp-end-kind: "output port"
  crit_type: "in2out"
  worst_setup_path_start_kind: "input pin"
finish:
  syn_to_final_growth_pct: 19.18
  largest_reg_flops: 1
  fillerInstances: 2008
  design_area_um2: 6833
  drive_gt1_share_pct: 2.857
  utilization_pct: 36.53
  final_cells: 1144
synthesis:
  common_cells: "ha_1 (99), inv_1 (98), nor2_1 (83), a21oi_1 (70), nand2_1 (65)"
  yosys_most_used_dff: "dlxtn_1"
  ys_cells: 858
  edf_count: 0
  synth_area_um2: 5733
  synth.largest_area_cell: "ha_1"
  synth-seq-cells: 1
  synthArstFlopShare_pct: 0
  yosys_warnings: 1
  yosysMostFrequentCell: "ha_1"
  synth_cell_types: 76
  syn_inst: 858
  ys_area_um2: 5733
  syn_area_per_cell_um2: 6.682
  top_cells_by_area: "ha_1 (22%), xnor2_1 (7.0%), inv_1 (6.4%)"
  top_area_share_pct: 21.61
detailed_routing:
  drt-initial-drc-count: 469
  dr_total_vias: 6314
  drt-pass1-iter-count: 5
  detail-route-antenna-nets: 0
  wl_per_cell_um: 16.92
  via_per_inst: 5.519
  antenna_cells: 0
  wirelength_um: 19360
  drc: 0
die:
  fp.dieW_um: 140.2
  fp_util_pct: 30.65
  placeableCoreArea_um2: 18710
  rows: 50
  pin_count: 101
  die-area_um2: 19670
  die_y_um: 140.2
clocking:
  cts_resized: 0
  holdBufCountCts: 0
  cts_setup_buffers: 0
placed_design:
  place.gp.congestion: 0.9591
  portBuffers: 101
  dp_slack_ps: 6486
  dp_hpwl_um: 15470
  placed_area_um2: 6833
  place_inst: 1144
sta:
  fin_setup_tns_ps: 0
  setup_violations: 0
  whs_ps: 8590
  drv_slew: 0
  fin_crit_sh_pct: 65.95
  rsz0062_at_grt: "false"
  final.min_clock_period_ps: 12460
  tightest_slew_ps: 801.9
  untimed_endpoints: 1
  hold_viol: 0
  unclocked_regs: 1
  worst_slack_ps: 6436
  max_freq_ghz: 0.08023
  slew_headroom_pct: 45.86
pwr:
  power_density_nw_per_um2: 31.18
  ir_drop_v: 0.000008976
  power_uw: 213.1
  p_leak_nw: 3.021
run:
  max_cap_viol_count: 0
  warnings: 99
global_routing:
  grt_first_pass_wirelength_um: 31280
  grt_pass1_vias: 5914
  antenna_found_initial: 0
  grt_usage_pct: 19.88
  overflow: 0
  grt_max_degree: 53
run_status:
  status: "finished clean"
worst_hold_path:
  min_path_type: "in2out"
[worst max-delay path: stages]
cell and delay [ps]:
buf_4 460, inv_2 440, a211oi_4 710, buf_4 330, o22ai_1 100, or3_1 350
or4_1 420, a2111o_1 370, nor4_2 220, nand4b_1 140, or4_1 600, nor4_2 230
clkdlybuf4s50_1 500
[cells in the final DEF, fill, tap and decap left out, types with 7 or more instances in the layout]
cell type and count:
o211ai_1 14, a211oi_1 18, o21a_1 7, xor2_1 7, o22ai_1 17, nor2_1 83
o31ai_1 11, a21o_1 14, nand4_1 9, inv_1 98, nand3_1 8, nand2_1 65
nor3_1 14, nor2b_1 16, a31oi_1 8, a21oi_1 70, nor4_1 7, mux2i_1 30
o21ai_0 37, xnor2_1 46, clkdlybuf4s50_1 99, buf_4 9, ha_1 99, o21bai_1 7
[kinds of logic after synthesis]
| kind of cell | after synthesis | share of synthesized area [%] |
|---|---|---|
| AND-OR/OR-AND | 275 | 33.00 |
| XOR/XNOR | 53 | 8.097 |
| adder cells (fa/ha/maj) | 101 | 22.30 |
| buffers and inverters | 159 | 11.24 |
| latches | 1 | 0.2618 |
| multiplexers | 31 | 5.434 |
| AND/OR/NAND/NOR | 238 | 19.66 |
[metal layers]
| layer | vias to the layer above | track usage [%] | part of all wire (%) |
|---|---|---|---|
| li1 | 3164 | - | - |
| met1 | 2862 | 28.90 | 46 |
| met2 | 265 | 31.26 | 44 |
| met3 | 23 | 3.239 | 8.0 |
| met4 | 0 | 3.239 | 1.8 |
| met5 | - | 0 | 0 |
[path summary, 6_finish.rpt]
path                      from        end  cells past startpoint
worst max-delay path  aluop[1]       zero                     13
worst min-delay path  aluop[0]  result[0]                      5
[report_power, final]
group          switching, mW  internal (mW)
Sequential          0.000115       0.000589
Clock                      0              0
Combinational          0.119         0.0938
[cell type report]
type                            instances  area, um^2  area share [%]
Tap cell                              234       292.8           4.285
Multi-Input combinational cell        698        5079           74.33
Timing Repair Buffer                  109        1064           15.56
Sequential cell                         1       15.01          0.2197
Inverter                              102       382.9           5.603
Power is estimated from default activity; no workload was simulated.
